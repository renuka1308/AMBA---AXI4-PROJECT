===== config.mk =====
export PLATFORM = sky130hd
export DESIGN_NAME = axi4_top_module
export DESIGN_NICKNAME = axi4_top_module
export VERILOG_FILES = /design/flow/design.v
export SDC_FILE = /design/flow/constraint.sdc
export NUM_CORES = 4
export LEC_CHECK = 1
export CORE_AREA = 10 10 70 70
export DIE_AREA = 0 0 80 80

===== constraint.sdc =====
current_design axi4_top_module

set clk_period 1.4
set clk_io_pct 0.2

create_clock -name clk0 -period $clk_period [get_ports {clk}]

set non_clock_inputs [all_inputs -no_clocks]
set_input_delay [expr $clk_period * $clk_io_pct] -clock clk0 $non_clock_inputs
set_output_delay [expr $clk_period * $clk_io_pct] -clock clk0 [all_outputs]

===== design.v =====
module axi4_master (
  input clk,
  input reset_n,
  output reg [31:0] awaddr,   
  output reg awvalid,         
  input awready,              
  output reg [31:0] wdata,
  output reg wvalid,
  input wready,
  input bvalid,
  output reg bready,
  output reg [31:0] araddr,
  output reg arvalid,
  input arready,
  input [31:0] rdata,
  input rvalid,
  output reg rready
);
  reg [2:0] state;  
  localparam IDLE = 3'd0,  
  WRITE_ADDR = 3'd1,  
  WRITE_DATA = 3'd2,  
  WRITE_RESP = 3'd3,  
  READ_ADDR = 3'd4,  
  READ_DATA = 3'd5;  
  always @(posedge clk or negedge reset_n) begin
    if (!reset_n) begin
      state <= IDLE;
      awvalid <= 0;
      wvalid <= 0;
      bready <= 0;
      arvalid <= 0;
      rready <= 0;
    end else begin
      case (state)
        IDLE : begin
          awaddr <= 32'h0000_0000;
          awvalid <= 1;
          state <= WRITE_ADDR;
        end
        WRITE_ADDR : begin
          if(awready) begin
            awvalid <= 0;
            wdata <= 32'h1234_5678;
            wvalid <= 1;
            state <= WRITE_DATA;
          end
        end
        WRITE_DATA : begin
          if(wready) begin
            wvalid <= 0;
            bready <= 1;
            state <= WRITE_RESP;
          end
        end
        WRITE_RESP : begin
          if (bvalid) begin
            bready <= 0;
            state <= READ_ADDR;
          end
        end
        READ_ADDR : begin
          araddr <= 32'h4321_1234;
          arvalid <= 1;
          state <= READ_DATA;
        end
        READ_DATA : begin
          if (arready) begin
            arvalid <= 0;
            if (rvalid) begin
              rready <= 1;
              state <= IDLE;
            end
          end
        end
      endcase
    end
  end
endmodule
module axi4_slave(
  input clk,
  input reset_n,
  input [31:0] awaddr, 
  input awvalid, 
  output reg awready, 
  input [31:0] wdata,
  input wvalid,
  output reg wready,
  output reg bvalid,
  input wire bready,
  input [31:0] araddr,
  input arvalid,
  output reg arready,
  output reg [31:0] rdata,
  output reg rvalid,
  input rready
);
  reg [31:0] memory [0:255];  
  always @(posedge clk or negedge reset_n) begin
    if (!reset_n) begin
        awready <= 0;
        wready <= 0;
        bvalid <= 0;
        arready <= 0;
        rvalid <= 0;
    end else begin 
            if (awvalid && !awready) begin
                awready <= 1;
            end else begin
                awready <= 0;
            end
            if (wvalid && !wready) begin
                wready <= 1;
                memory[awaddr] <= wdata;  
                bvalid <= 1;
            end else if (bready && bvalid) begin
                bvalid <= 0;
            end
            if (arvalid && !arready) begin
                arready <= 1;
                rdata <= memory[araddr];  
                rvalid <= 1;
            end else if (rready && rvalid) begin
                rvalid <= 0;
            end
        end
    end
endmodule
module axi4_top_module(
  input clk,  
  input reset_n,  
  input [31:0] awaddr,  
  input awvalid,  
  output awready,   
  input [31:0] wdata,
  input wvalid,
  output wready,
  input bvalid,
  output bready,
  input [31:0] araddr,
  input arvalid,
  output arready,
  input [31:0] rdata,
  input rvalid,
  output rready
);
    axi4_master master (
        .clk(clk),
        .reset_n(reset_n),
        .awaddr(awaddr),
        .awvalid(awvalid),
        .awready(awready),
        .wdata(wdata),
        .wvalid(wvalid),
        .wready(wready),
        .bvalid(bvalid),
        .bready(bready),
        .araddr(araddr),
        .arvalid(arvalid),
        .arready(arready),
        .rdata(rdata),
        .rvalid(rvalid),
        .rready(rready)
    );
    axi4_slave slave (
        .clk(clk),
        .reset_n(reset_n),
        .awaddr(awaddr),
        .awvalid(awvalid),
        .awready(awready),
        .wdata(wdata),
        .wvalid(wvalid),
        .wready(wready),
        .bvalid(bvalid),
        .bready(bready),
        .araddr(araddr),
        .arvalid(arvalid),
        .arready(arready),
        .rdata(rdata),
        .rvalid(rvalid),
        .rready(rready)
    );
endmodule

===== run.sh =====
#!/bin/bash
# OpenROAD 26Q1-2900-gdf79404cd8, Yosys 0.63+post, stock flow scripts
make -C /OpenROAD-flow-scripts/flow DESIGN_CONFIG=/design/flow/config.mk WORK_HOME=/design/flow/orfs finish

==> impl_metrics.yaml <==
# physical design summary
synth:
  postSynthSeqShare_pct: 69.18
  synth.most_common_cell: "dfrtp_1"
  top_area_share_pct: 64.66
  ys_ff: 16
  ys.flop_type: "dfrtp_1"
  synthTopCellsByArea: "dfrtp_1 65%, dfstp_2 4.5%, inv_1 3.9%, mux2i_1 3.4%, o21ai_0 3.4%"
  yosysUniqueCellTypes: 18
  yosys_warnings: 3
  synth-edff-count: 0
  ys_cells: 46
  synth_chip_area_um2: 580.6
  synthTopCellsByCount: "15 x dfrtp_1, 6 x inv_1, 4 x o21ai_0"
  top_area_cell: "dfrtp_1"
  postSynth.asyncResetShare_pct: 100.0
status:
  outcome: "aborted with a tool error"
  stop_error: "ERROR: Found 5 problems in 'check -assert'."
  haltStage: "synthesis"
==> cell families after synthesis <==
kind of cell    synth area share, %
compound gates                11.42
mux                           3.448
simple gates                  12.07
flops                         69.18
buf+inv                       3.879
